--- ./config.mk ---
export PLATFORM = sky130hd
export DESIGN_NAME = controller
export DESIGN_NICKNAME = controller
export VERILOG_FILES = /design/flow/design.v
export SDC_FILE = /design/flow/constraint.sdc
export NUM_CORES = 4
export LEC_CHECK = 1
export CORE_AREA = 10 10 86 86
export DIE_AREA = 0 0 96 96
--- ./constraint.sdc ---
current_design controller

set clk_period 1.6
set clk_io_pct 0.2

create_clock -name clk0 -period $clk_period [get_ports {clk}]

set non_clock_inputs [all_inputs -no_clocks]
set_input_delay [expr $clk_period * $clk_io_pct] -clock clk0 $non_clock_inputs
set_output_delay [expr $clk_period * $clk_io_pct] -clock clk0 [all_outputs]
--- ./design.v ---
`timescale 1ns/1ns
module controller(clk,reset,restart,start,make_my_own,play_saved,score_drawn,insert,delete,end_insert,is_full,insert_delay_done,play,play_done,play_again,
						menu_enable,list_enable,note_enable,song_list_enable,draw_score,deleteEnable,InsertEnable,playEnable,end_vga_display);
	input clk,reset,restart,start,make_my_own,play_saved,score_drawn,insert,delete;
	input end_insert,is_full,insert_delay_done,play,play_done,play_again;
	output reg menu_enable,list_enable,note_enable,song_list_enable,draw_score,deleteEnable,InsertEnable,playEnable,end_vga_display; 
	reg [3:0]current_state,next_state = 0;
		localparam  MENU 					= 4'b0000,
						START					= 4'b0001,
						SELECT_MODE			= 4'b0010,	
						SELECT_SONG			= 4'b0011,
						DRAW_BLANK_SCORE  = 4'b0100,
						INSERT_OR_DELETE	= 4'b0101,
						DELETE				= 4'b0110,
						INSERT_NEXT			= 4'b0111,
						MAKE_SONG			= 4'b1000,
						PLAY_ALL_NOTE		= 4'b1001,
						PLAY_WAIT			= 4'b1010;
	always@(*)
	begin: state_table
		case(current_state)
			MENU 			     : next_state = start ? START : MENU;
			START				  : next_state = SELECT_MODE;
			SELECT_MODE	  	  : begin 
										if(make_my_own)
											next_state = DRAW_BLANK_SCORE;
										else if(play_saved)	
											next_state = SELECT_SONG;
										else next_state = SELECT_MODE;
									end	
			SELECT_SONG		  : next_state = play ? PLAY_ALL_NOTE : SELECT_SONG;
			DRAW_BLANK_SCORE : next_state = score_drawn? INSERT_OR_DELETE : DRAW_BLANK_SCORE;
			INSERT_OR_DELETE : begin
										if(delete)
											next_state = DELETE;
										else if(end_insert || is_full)
											next_state = MAKE_SONG;										
										else if(insert)
											next_state = INSERT_NEXT;
										else next_state = INSERT_OR_DELETE;
									end
			DELETE           : next_state = delete ? DELETE : INSERT_OR_DELETE;
			INSERT_NEXT      : begin
										if(insert_delay_done)
											next_state = INSERT_OR_DELETE;
										else 
											next_state = INSERT_NEXT;
								   end
			MAKE_SONG		  : next_state = play ? PLAY_ALL_NOTE : MAKE_SONG;
			PLAY_ALL_NOTE	  : next_state = play_done ? PLAY_WAIT : PLAY_ALL_NOTE;
			PLAY_WAIT		  : begin
										if(play_again)
											next_state = PLAY_ALL_NOTE;
										else if(restart)
											next_state = START;
										else
											next_state = PLAY_WAIT;				
										end
			default: next_state = MENU;
		endcase
	end
	always@(posedge clk)
	begin:state_FFs
		if(reset)
			current_state <= MENU;
		else if(restart)
			current_state <= START;
		else
			current_state <= next_state;
	end
	always@(posedge clk)
	begin: enable_signals
	menu_enable = 0;  list_enable = 0; note_enable = 0; 
	song_list_enable = 0; draw_score = 0; deleteEnable = 0; InsertEnable = 0; playEnable = 0;
	end_vga_display = 0;
		case(current_state)
			MENU: begin
					menu_enable <=1;
					end
			START: begin
					list_enable <= 1;
					end
			SELECT_MODE: 
					begin 
					end
			SELECT_SONG: 
					begin
					song_list_enable <= 1;
					end
			DRAW_BLANK_SCORE:
					begin
						draw_score <= 1; 		
					end
			INSERT_OR_DELETE: 
					begin
					end
			DELETE: 
					begin
						deleteEnable <= 1;
					end
			INSERT_NEXT: 
					begin
						InsertEnable <= 1;  
						note_enable <= 1;
					end
			MAKE_SONG: 
					begin
					end
			PLAY_ALL_NOTE:
					begin 
						playEnable <= 1;
					end
			PLAY_WAIT: 
					begin
						end_vga_display <= 1;
					end
		endcase
	end
endmodule
--- ./run.sh ---
#!/bin/bash
# OpenROAD 26Q1-2900-gdf79404cd8, Yosys 0.63+post, stock flow scripts
make -C /OpenROAD-flow-scripts/flow DESIGN_CONFIG=/design/flow/config.mk WORK_HOME=/design/flow/orfs finish
==> flow_metrics.py <==
# Auto-generated metrics
metrics = {
    "run_status": {
        "outcome": "completed",
    },
    "setup_path": {
        "start_kind": "flip-flop",
        "crit_family": "buffers and inverters",
        "cp_slowest_stage_delay_ns": 0.49,
        "cp.arrival_ns": 1.07,
        "critPathCaptureType": "primary output",
        "cp_max_fo": 2,
        "worstPathCellList": "clkdlybuf4s50_1",
        "cp.required_ns": 1.28,
        "cp_slowest_cell": "clkdlybuf4s50_1",
        "cp.buffers_inverters": 1,
        "crit_type": "flip-flop to primary output",
    },
    "global_route": {
        "grt_pass1_vias": 443,
        "grt_pass1_wl_um": 2110,
        "grt_usage": 0.0305,
        "grt_max_degree": 12,
        "gr-total-overflow": 0,
        "antenna_found_initial": 0,
    },
    "drt": {
        "insertedDiodeCount": 0,
        "drt_iter0_drc": 15,
        "drtAntennaViolNets": 0,
        "detail_route.drc_violations": 0,
        "vias": 435,
        "drt_wl_total_um": 1430,
        "via_per_inst": 2.84,
        "first_pass_iters": 4,
        "wl_per_cell_um": 9.33,
    },
    "flow_run": {
        "warnings": 25,
        "maxCapViolations": 0,
    },
    "placed_design": {
        "dpl.hpwl_um": 1200,
        "gp_congestion": 0.696,
        "portBuffers": 23,
        "post-place-ws_ns": 0.151,
    },
    "floorplanning": {
        "fp_util": 0.110,
        "ios": 24,
        "fp.dieArea_um2": 9220,
        "core_um2": 5540,
        "die_h_um": 96,
        "rows": 27,
        "dieWidth_um": 96,
    },
    "logic_synthesis": {
        "ys_cells": 55,
        "syn-instance-count": 55,
        "syn_area_um2": 608,
        "yosys_warnings": 1,
        "synth.avg_cell_area_um2": 11.1,
        "synth_cell_types": 20,
        "synth_seq_share": 0.626,
        "ys_area_um2": 608,
        "ys_ff": 19,
    },
    "power": {
        "power_density_nw_per_um2": 900,
        "p_seq_frac": 0.548,
        "p_clk_frac": 0.372,
        "p_int_mw": 0.703,
        "sw_frac_of_total": 0.205,
        "switchingPower_mw": 0.181,
        "comb_power_share": 0.079,
        "p_leak_nw": 0.319,
        "vdd_drop_max_mv": 0.268,
        "power_mw": 0.884,
    },
    "final_timing": {
        "setup_violations": 0,
        "slew_violations": 0,
        "layout_setup_ws_ns": 0.207,
        "slew_headroom": 0.820,
        "tns_ns": 0,
        "rsz0062_at_grt": "false",
        "clock.fmax_mhz": 718,
        "finClkSkew_ns": 0.00430,
        "worst_pin_slew_ns": 0.270,
        "period_needed_ns": 1.39,
        "finalHoldViolCount": 0,
        "fin_crit_sh": 0.870,
    },
    "clocking": {
        "clkLatencyLatePin_ns": 0.25,
        "post_cts_buffers": 0,
        "ctsHoldBuffers": 0,
        "post_cts_resized": 0,
        "cts.clk_slew.worst_paths_ns": 0.07,
        "htreeDepth": 1,
        "cts_buffers": 3,
        "clkSinkCount": 19,
        "cts_tree": "done",
        "clock_path_buffers": 2,
        "root_buffer": "clkbuf_8",
    },
    "layout": {
        "drive_gt1_frac": 0.160,
        "syn2layout_area_growth_pct": 61.5,
    },
    "min_path": {
        "worstHoldPathType": "flip-flop to flip-flop",
    },
}
## through the flow
| step | hold slack (ns) | cell area [um^2] | utilization | instances |
|---|---|---|---|---|
| 6_report | 0.356 | 982 | 0.177 | 153 |
| 2_1_floorplan | 0.331 | 608 | - | 55 |
| 4_1_cts | 0.360 | 982 | 0.177 | 153 |
| 3_3_place_gp | 0.349 | 936 | 0.169 | 149 |
| 5_1_grt | 0.364 | 982 | 0.177 | 153 |
| 3_5_place_dp | 0.347 | 936 | 0.169 | 149 |
## cells by family (layout without fill, tap and decap cells)
logic type,count (synthesis),count (layout),share of synthesized area
buf+inv,4,30,0.0329
flops,19,19,0.626
compound gates,13,13,0.154
simple gates,19,19,0.187
## Yosys cell counts (all sizes together)
cell type | instances | area (um^2)
nor2 | 5 | 18.8
nand3b | 1 | 7.51
inv | 2 | 7.50
a222oi | 1 | 10.0
nand2b | 5 | 31.3
nand2 | 2 | 7.51
nor4b | 1 | 15.0
or2 | 2 | 12.5
a22oi | 1 | 7.51
buf | 2 | 12.5
nor2b | 1 | 6.26
a21oi | 8 | 58.8
dfxtp | 19 | 380
nor3b | 2 | 15.0
o21ai | 2 | 10.0
o211ai | 1 | 7.51
## power by group through the flow
| stage | Clock, mW | Combinational (mW) | Sequential, mW |
|---|---|---|---|
| CTS | 0.349 | 0.0713 | 0.485 |
| global route | 0.371 | 0.0761 | 0.486 |
| finish | 0.329 | 0.0701 | 0.485 |
## cell usage in the layout (no fill, tap or decap)
cell type and count:
clkdlybuf4s50_1 23, dfxtp_1 19, nor2_1 5, nand2b_1 5
a21oi_2 5, a21oi_1 3, clkbuf_8 3, o21ai_0 2
nor3b_1 2, nand2_1 2, or2_1 1, or2_2 1
inv_2 1, o211ai_1 1, inv_1 1, a22oi_1 1
a222oi_1 1, nor4b_2 1, nand3b_1 1, nor2b_1 1
clkinv_2 1, buf_12 1
## layout make-up
cell class | instances | area, um^2
sequential | 19 | 380
tap | 72 | 90.1
clock buffer | 3 | 41.3
fill | 623 | 4560
timing repair buffer | 24 | 250
multi-input combinational | 32 | 208
clock inverter | 1 | 5.00
inverter | 2 | 7.51
## sequential cells by signal, indices dropped and copies added, names as in the netlist
| signal | flops |
|---|---|
| list_enable | 1 |
| deleteEnable | 1 |
| end_vga_display | 1 |
| song_list_enable | 1 |
| menu_enable | 1 |
| playEnable | 1 |
| InsertEnable | 1 |
| draw_score | 1 |
| current_state | 11 |
## routing by layer
layer	vias to the layer above	global-route usage	wire (um)
met2	17	0.0465	630
li1	237	-	-
met5	-	0	0
met4	0	0.00123	0
met1	181	0.0327	545
met3	0	0.0275	252
## worst paths after layout
kind,endpoint,from,cells after the start,slack (ns)
setup / recovery,InsertEnable,InsertEnable,1,0.21
hold / removal,list_enable,current_state[6],0,0.36
setup reg to reg,current_state[8],current_state[8],3,0.73
hold reg to reg,list_enable,current_state[6],0,0.36
No activity file was given, so power comes from the tool's default toggle rates.
