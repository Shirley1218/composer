[/design/flow/config.mk]
export PLATFORM = sky130hd
export DESIGN_NAME = record_and_replay
export DESIGN_NICKNAME = record_and_replay
export VERILOG_FILES = /design/flow/design.v
export SDC_FILE = /design/flow/constraint.sdc
export NUM_CORES = 4
export LEC_CHECK = 1
export CORE_UTILIZATION = 30
[/design/flow/constraint.sdc]
current_design record_and_replay

set clk_period 27.2
set clk_io_pct 0.2

create_clock -name clk0 -period $clk_period [get_ports {clk_5MHz}]

set non_clock_inputs [all_inputs -no_clocks]
set_input_delay [expr $clk_period * $clk_io_pct] -clock clk0 $non_clock_inputs
set_output_delay [expr $clk_period * $clk_io_pct] -clock clk0 [all_outputs]
[/design/flow/design.v]
`timescale 1ns/1ns
module clock_5MHz(CLOCK_50,clock_5MHz);
	input CLOCK_50;
	output clock_5MHz;
	reg clock_5MHz = 0;
	reg [2:0]count = 0;
	always@(posedge CLOCK_50)
	begin
		if(count < 3'd5 - 1)
			count <= count + 1;
		else 
			begin
					count <= 3'd0;
					clock_5MHz = ~clock_5MHz;
			end
	end
endmodule
module clock_16Hz(clock_5MHz,clock_16Hz);    
	input clock_5MHz;
	output reg clock_16Hz = 0;
	reg [21:0]count = 0;
	always@(posedge clock_5MHz)
	begin
		if(count < 22'd156250 - 1)
			count <= count + 1;
		else 
			begin
				count <= 22'd0;
				clock_16Hz = ~clock_16Hz;
			end
	end
endmodule
module clock_2Hz(clock_5MHz,clock_2Hz);    
	input clock_5MHz;
	output reg clock_2Hz = 0;
	reg [21:0]count = 0;
	always@(posedge clock_5MHz)
	begin
		if(count < 22'd1250000 - 1)
			count <= count + 1;
		else 
			begin
				count <= 22'd0;
				clock_2Hz = ~clock_2Hz;
			end
	end
endmodule
`timescale 1ns/1ns
module record_and_replay(clk_5MHz,recordEnable,eraseEnable,outEnable,key_in,record_out);
	input clk_5MHz;
	input recordEnable,eraseEnable,outEnable;
	input [7:0]key_in;
	output reg [7:0]record_out;
	wire clk_2Hz;
	reg [7:0]memory[127:0];  
	reg [6:0]count;
	clock_2Hz CLK1(clk_5MHz,clk_2Hz);
	always@(posedge clk_2Hz)
	begin
		if(recordEnable == 1'b1)
			begin
				count <= count + 1;
				memory[count] <= key_in;
			end
		else if(eraseEnable == 1'b1)
			begin
				count <= count - 1;
				memory[count-1] <= 0;
			end
	end
	reg [6:0]ct = 0;
	always@(posedge clk_2Hz)
	begin
		if(outEnable == 1'b1) 
			begin
				if(ct <= 128 || stop) 
				record_out <= memory[ct];
				ct <= ct + 1; 
			end
	end
	wire stop = (memory[ct] == 0) ? 1 : 0;   
endmodule
[/design/flow/run.sh]
#!/bin/bash
# OpenROAD 26Q1-2900-gdf79404cd8, Yosys 0.63+post, stock flow scripts
make -C /OpenROAD-flow-scripts/flow DESIGN_CONFIG=/design/flow/config.mk WORK_HOME=/design/flow/orfs finish
==> run summary <==
Notes on the physical implementation.

- The die outline area is 141000 sq um, for reference.
- The number of buffers added on ports is 19, for reference.
- The number of placed I/O pins is 20, for reference.
- The total wire length is a little under 90000 microns, for reference.
- Before placement the cells fill between 30% and 40% of the core.
- Counting along the longest clock path gives a buffer depth of 2.
- In the final run the clock tree shows a worst skew of around 0.0011 ns.
- The cell area after technology mapping is ~42000 sq um, for reference.
- The timer found around 1000 register pins that no clock reaches; their paths are not timed.
- The detailed-routing iteration count for the pre-antenna-repair pass is 5, for reference.
- In this build the clock could be raised as far as 0.371 GHz.
- STA reports a reg2reg setup slack of approximately 25 ns.
- Endpoints failing hold in the final report were tallied at 0.
- The post-synthesis chip area from yosys is 41800 sq um, for reference.
- The routed wire length per instance is roughly 24 microns, for reference.
- Per the detail_route report, DRC violations left total 0.
- TritonCTS created 3 clock buffers.
- The post-detailed-route via-to-cell ratio is 4.98, for reference.
- CTS built an H-tree with a depth of 1.
- The worst-skew pair later-pin latency is 0.25 ns, for reference.
- Overall routing resource usage recorded by global route was a little over an eighth.
- The die boundary width is roughly 380 microns, for reference.
- After clock tree synthesis, the setup repair step added 0 buffers.
- The count of nets left with antenna violations once routing finished came out at 0.
- The end of the worst hold path is CLK1.count[0], for reference.
- The CTS tree is yes, for reference.
- Synthesis inferred 1069 register bits.
- The number of global-route vias before repair came to 19700.
- The post-CTS hold buffer count recorded in the log is 0.
- The number of distinct library cells after synthesis is around 50, for reference.
- The tool warning count for the run is 38.
- The number of rows created at floorplan is around 140, for reference.
- The required time reported for the critical path endpoint is 27.22 ns, for reference.
- Setup repair after global routing left no endpoint under its margin.
- Entering global routing, the biggest net connects around 120 pins.
- ~2100 endpoints have no timing constraint.
- The setup path with the least slack is of type reg2reg.
- Relative to the synthesized area, the layout overhead comes to 6.55%.
- In the synthesized netlist the dominant register cell turns out to be edfxtp_1.
- The completed layout was analyzed and its total power is about 0.00028 W.
- The synthesis log from Yosys contains 2 warnings.
- STA classifies the critical path endpoint as a register.
- Looking at the reg2reg group, the worst path starts from CLK1.count[0].
- Detailed routing inserted a total of around 18000 vias.
- The residual overflow from global routing is 0, for reference.
- The clock-pin slew of the registers on the worst-case setup and hold paths is approximately 0.050 ns, for reference.
- IR analysis of the VDD net gives a maximum drop of a little over 0.05 mV.
- The cell area power density is between 6 and 7 nW/um^2, for reference.
- In the final report, the number of endpoints failing setup comes to 0.
- The worst-path cell with the longest stage delay is a2111o_1, for reference.
- The area of the core is roughly 140000 sq um, for reference.
- The synthesis report gives the async set-or-reset register share as 0%.
- The signal on the critical path passes through ha_1 > a311o_1 > a31o_2 > a211o_1 > a2111o_1 > and2_1.
- The number of violations reported at the end of detailed-routing iteration 0 is ~1100, for reference.
- The die is roughly 380 microns tall.
- The startpoint type of the worst setup path is a register, for reference.
- The number of maximum-capacitance violations is 0, for reference.
- The clock period minus worst slack is between 2 and 3 ns, for reference.
- The pin closest to its max-slew limit shows a slew of about 1.0 ns.
- The average instance in the mapped netlist occupies approximately 23 sq um.
- The maximum fanout along the worst path is 22, for reference.
- For the final routed database, the setup TNS stands at 0 ns.
- The number of enable-type register cells in the synthesized netlist is ~1000, for reference.
- The sequential share of the synthesized area is 76.3%, for reference.
- The leakage power figure is around 13 nW, for reference.
- The path depth of the worst reg2reg path is 6, for reference.
- For this run the detailed placement stage logged an HPWL of between 50000 and 60000 microns.
- The final weighted congestion recorded by global placement is roughly 0.85.
- The fraction of final layout cells with drive strength greater than 1 is approximately 24%, for reference.
- The initial antenna violation count is 3, for reference.
- The root buffer cell chosen for the clock tree is clkbuf_16.
- The launch point of the worst min-delay path is recorded as CLK1.count[0].
- The flow ran to the end, and the final reports show no timing, DRC or antenna violations.
- The number of antenna diodes is 0, for reference.
- Data arrives at the worst endpoint at between 2 and 3 ns.
- The cell count in the Yosys report is between 1500 and 2000, for reference.
- Pins over their slew limit in the final report were tallied at 0.
- The number of cells traversed by the worst hold path is 1, for reference.
- The largest stage delay on the critical path is 0.72 ns, for reference.
- Synthesis handed over a netlist of between 1500 and 2000 instances.
- The path class of the tightest hold or removal check is reg2reg.
- The post-cts sizing count is 0, for reference.
- The part of the cycle the worst path needs is about a tenth, for reference.
- The first global-routing pass estimated between 100000 and 150000 microns of wire.
- Per the timing report, the most critical flop-to-flop path finishes at CLK1.clock_2Hz.
- The headroom to the max-slew limit is 33.4%, for reference.
-- final cells by class --
type,count,area (sq um)
Clock buffer,4,78.8
Fill cell,12800,93300
Inverter,8,30.0
Multi-Input combinational cell,652,9420
Sequential cell,1069,31900
Tap cell,1794,2240
Timing Repair Buffer,104,841
-- cell usage in the layout (no fill, tap or decap), types with 4 or more instances in the layout --
cell type and count:
a21oi_1 21, and2_1 5, and2_4 8, buf_4 84, clkdlybuf4s50_1 19, dfxtp_1 22
edfxtp_1 1047, ha_1 4, inv_1 8, mux2_2 8, mux4_2 336, nand2_1 17
nand3_1 10, nand4_1 8, nor2_1 100, nor3_1 40, o21bai_1 12, xnor2_1 16
xor2_1 15
-- where the power goes --
part | internal, W | total [W] | switching, W | leakage (nW)
Combinational | 0.0000312 | 0.000112 | 0.0000809 | 3.23
Sequential | 0.000138 | 0.000142 | 0.00000458 | 9.69
Clock | 0.0000200 | 0.0000308 | 0.0000108 | 0.0382
-- cells by family (layout without fill, tap and decap cells) --
logic type / count (synthesis) / count (layout) / synth area share (%)
AND/OR/NAND/NOR: 209 / 209 / 2.31
buffers and inverters: 118 / 116 / 1.17
multiplexers: 346 / 346 / 18.4
XOR/XNOR: 31 / 31 / 0.650
other: 1 / 1 / 0.00898
adder cells (fa/ha/maj): 4 / 4 / 0.120
AND-OR/OR-AND: 61 / 61 / 1.01
flip-flops: 1069 / 1069 / 76.3
-- Yosys cell counts (2+ instances only) --
cell,count,area share (%)
ha_1,4,0.12
mux2_2,8,0.22
edfxtp_1,1047,75
or2_2,2,0.030
xor2_1,15,0.31
dfxtp_1,22,1.1
clkbuf_1,74,0.67
o21bai_1,12,0.22
nand2_1,17,0.15
and3_1,3,0.045
o21ai_0,3,0.036
buf_1,10,0.090
buf_2,24,0.29
o31a_1,2,0.042
or3_1,3,0.045
nand3_1,10,0.12
nor2_1,100,0.90
mux4_2,336,18
o211ai_1,2,0.036
nand4_1,8,0.12
nor3_1,40,0.48
and2_1,13,0.19
o22ai_1,3,0.045
a211o_1,2,0.042
nor3b_1,2,0.036
buf_6,2,0.054
a41oi_1,2,0.042
mux2i_1,2,0.048
inv_1,8,0.072
o31ai_1,3,0.054
a21oi_1,21,0.25
nor4_1,3,0.045
and4_1,2,0.042
xnor2_1,16,0.34
or4_1,3,0.054
-- routing by layer --
metal	vias to the layer above	share of wire [%]	wire (microns)	global-route usage, %
met5	-	0.099	86	0.206
met4	8	1.3	1100	1.29
met3	49	12	10800	7.71
met2	889	50	43700	21.6
met1	9482	36	31500	16.7
li1	7671	-	-	-
-- how the worst max path moves through the flow --
| stage | from | to |
|---|---|---|
| 4_1_cts | CLK1.count[0] | CLK1.clock_2Hz |
| 5_1_grt | CLK1.count[0] | CLK1.clock_2Hz |
| 6_report | CLK1.count[0] | CLK1.clock_2Hz |
-- stage by stage --
| stage | hold WS [ns] | setup WS, ns | util [%] | instance area (sq um) | cells |
|---|---|---|---|---|---|
| floorplan | 0.409 | 14.49 | - | 41800 | 1839 |
| finish | 0.451 | 24.50 | 32.3 | 44500 | 3631 |
| CTS | 0.462 | 24.52 | 32.3 | 44500 | 3631 |
| global placement | 0.417 | 24.65 | 32.2 | 44400 | 3627 |
| global route | 0.471 | 24.43 | 32.3 | 44500 | 3631 |
| detailed placement | 0.443 | 24.53 | 32.2 | 44400 | 3627 |
-- registers in the layout, indices dropped and copies added (netlist names) --
signal	cells
memory	1024
CLK1.count	22
record_out	8
count	7
ct	7
CLK1.clock_2Hz	1
-- critical path, delay by kind of cell (launching register included) --
kind / cells / cell delay [ns]
AND/OR/NAND/NOR: 1 / 0.27
flip-flops: 1 / 0.32
adder cells (fa/ha/maj): 1 / 0.28
AND-OR/OR-AND: 4 / 1.60
Power figures rest on the tool's default switching activity, not on a simulated workload.
